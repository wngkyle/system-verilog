File: flow/config.mk
export PLATFORM = sky130hd
export DESIGN_NAME = Adder_16
export DESIGN_NICKNAME = Adder_16
export VERILOG_FILES = /design/flow/design.v
export SDC_FILE = /design/flow/constraint.sdc
export NUM_CORES = 4
export LEC_CHECK = 1
export CORE_AREA = 10 10 70 70
export DIE_AREA = 0 0 80 80
File: flow/constraint.sdc
current_design Adder_16

set clk_period 10.9
set clk_io_pct 0.2

create_clock -name clk0 -period $clk_period

set non_clock_inputs [all_inputs -no_clocks]
set_input_delay [expr $clk_period * $clk_io_pct] -clock clk0 $non_clock_inputs
set_output_delay [expr $clk_period * $clk_io_pct] -clock clk0 [all_outputs]
File: flow/design.v
module Adder(
    input logic [3:0] x,y,
    input logic cin,
    output logic [3:0] sum,
    output logic cout
);
    assign {cout, sum} = x + y + {3'b000, cin};
endmodule
module Adder_16(
    input logic [15:0] x, y,
    input logic cin,
    output logic [15:0] sum,
    output logic cout
);
    wire cout1, cout2, cout3;
    Adder adder_1(.x(x[3:0]), .y(y[3:0]), .cin(cin), .cout(cout1), .sum(sum[3:0]));
    Adder adder_2(.x(x[7:4]), .y(y[7:4]), .cin(cout1), .cout(cout2), .sum(sum[7:4]));
    Adder adder_3(.x(x[11:8]), .y(y[11:8]), .cin(cout2), .cout(cout3), .sum(sum[11:8]));
    Adder adder_4(.x(x[15:12]), .y(y[15:12]), .cin(cout3), .cout(cout), .sum(sum[15:12]));
endmodule
File: flow/run.sh
#!/bin/bash
# OpenROAD 26Q1-2900-gdf79404cd8, Yosys 0.63+post, stock flow scripts
make -C /OpenROAD-flow-scripts/flow DESIGN_CONFIG=/design/flow/config.mk WORK_HOME=/design/flow/orfs finish
==> flow_summary_export.csv <==
group,metric,value,unit
floorplan,die_y,80,µm
layout,fillers,357,
power_and_ir_drop,combPwrFrac,1.000,
sta,finalCritPeriodShare,0.868,
routing,viasPerCell,3.68,
sta,setup_viol,0,
sta,final_hold_viol_count,0,
run_status,status,"completed",
placed_design,dp_hpwl,1660,µm
layout,final_cell_mix,"clkdlybuf4s50_1, inv_1, ha_1, fa_1, a21o_1",
logic_synthesis,yosysChipArea,547,µm²
logic_synthesis,synth_area,547,µm²
layout,seq_area,0,µm²
routing,first_iter_violations,8,
layout,postLayoutCoreUtil,0.323,
power_and_ir_drop,leakagePower,0.518,nW
routing,route.vias.total,571,
placed_design,gp_congestion,0.811,
layout,lay_top_count,"clkdlybuf4s50_1",
floorplan,initCoreUtil,0.160,
sta,fin_crit,9.46,ns
routing,wire_per_inst,11.3,µm
logic_synthesis,ys_types,12,
cts,postCtsSetupRepairBufs,0,
routing,dr.pass1.iters,3,
logic_synthesis,yosys_cells,59,
worst_setup_path,critPathMaxFanout,2,
sta,slew_violations,0,
floorplan,chip_area,0.00640,mm²
logic_synthesis,synth_cells,59,
floorplan,rows,21,
logic_synthesis,ys_warn_count,0,
routing,ant_nets,0,
sta,worst_pin_slew,0.185,ns
layout,ff_count,0,
routing,routed_wl,1750,µm
cts,hold_buffers,0,
worst_setup_path,setup.worst_path.start_class,"input port",
sta,rsz0062_at_grt,"false",
power_and_ir_drop,p_switching,0.0181,mW
global_route,antenna_found_initial,0,
sta,whs,5.39,ns
logic_synthesis,yosys-top-cells-area,"fa_1, ha_1, a21o_1",
power_and_ir_drop,p_int,0.0443,mW
power_and_ir_drop,p_sw_frac,0.290,
global_route,track_usage,0.0528,
logic_synthesis,ys_seq_share,0,
sta,fmax,106,MHz
cts,cts_resized,0,
global_route,grt_start_max_net_pins,5,
worst_setup_path,crit_path_end_kind,"output port",
floorplan,die_width,80,µm
routing,antenna_cells,0,
global_route,grt_pass1_vias,628,
logic_synthesis,largest_area_cell,"fa_1",
power_and_ir_drop,ir_drop,0.0000200,V
placed_design,io_buffers,50,
run,drv_cap,0,
run,tool_warnings,32,
sta,setup-tns-final,0,ns
power_and_ir_drop,clkPwrFrac,0,
floorplan,ios,50,
worst_setup_path,critPathKind,"in2out",
power_and_ir_drop,p_per_area,56.5,mW/mm²
layout,syn2layout_area_growth,102,%
worst_setup_path,cp.arrival,7.28,ns
power_and_ir_drop,seqPwrFrac,0,
layout,drive_above_1_share,0.00917,
placed_design,dp_cells,155,
layout,nClkBuffers,0,
floorplan,core,0.00342,mm²
global_route,grt.overflow.total,0,
hold_path,hold_path_class,"in2out",
sta,relSlewSlack,0.876,
routing,drc,0,
worst_setup_path,required,8.72,ns
logic_synthesis,synth.top_cell.area_share,0.293,
logic_synthesis,avgSynthCellArea,9.27,µm²
global_route,grt_pass1_wl,2770,µm
layout,final_cells,155,
-- cell families after synthesis --
logic type                 synth area share
buffers and inverters                0.0893
adders and majority gates             0.567
AOI/OAI and AO/OA                     0.169
and+or+nand+nor                      0.0458
xor gates and xnor gates              0.128
-- per-stage QoR --
| stage | area [µm²] | setup slack [ns] | power (mW) |
|---|---|---|---|
| 2_1_floorplan | 547 | 2.60 | 0.0193 |
| 3_3_place_gp | 1100 | 1.43 | 0.0633 |
| 3_5_place_dp | 1100 | 1.40 | 0.0636 |
| 4_1_cts | 1100 | 1.38 | 0.0644 |
| 5_1_grt | 1100 | 1.09 | 0.0705 |
| 6_report | 1100 | 1.44 | 0.0625 |
-- per-layer routing --
metal  global-route usage  wire [µm]  up-vias  part of all wire
li1                     -          -      293                 -
met1               0.0762        870      230              0.50
met2               0.0650        487       48              0.28
met3               0.0375        393        0              0.22
met4                    0          0        0                 0
met5                    0          0        -                 0
-- power by group through the flow --
| stage | logic, mW | clock network [mW] | registers, mW |
|---|---|---|---|
| after CTS | 0.0644 | 0 | 0 |
| after global routing | 0.0705 | 0 | 0 |
| final | 0.0625 | 0 | 0 |
-- final cells by class --
class	count	area, µm²	share of cell area
Inverter	13	48.8	0.0442
Multi-Input combinational cell	46	498	0.451
Tap cell	46	57.6	0.0521
Timing Repair Buffer	50	500	0.453
-- Yosys cell counts --
library cell  count
a21o_2            1
ha_1             12
nand2b_1          2
a21oi_1           3
inv_1            13
nor2b_1           2
a21o_1            7
xor2_1            2
xnor2_1           6
fa_1              8
a31oi_1           1
o21ai_0           2
-- worst max-delay path, cell delays in order --
cell and delay (ns):
clkdlybuf4s50_1 0.41, inv_1 0.08, fa_1 0.17, inv_1 0.06
fa_1 0.39, a21o_2 0.23, a21o_1 0.18, fa_1 0.42
fa_1 0.41, a21o_1 0.19, a21o_1 0.19, fa_1 0.40
inv_1 0.08, fa_1 0.20, nor2b_1 0.05, o21ai_0 0.13
nand2b_1 0.09, fa_1 0.40, inv_1 0.08, fa_1 0.40
inv_1 0.06, clkdlybuf4s50_1 0.48
-- final timing paths --
kind	startpoint	endpoint	slack, ns	cells after the start
worst min-delay path	cin	sum[0]	5.39	5
worst max-delay path	y[0]	sum[13]	1.44	22
Power is estimated from default activity; no workload was simulated.
